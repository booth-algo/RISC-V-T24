==> design/flow/design.v <==
module pipeline_MEM_WB #(
    parameter WIDTH = 32
)(
    input logic clk,
    input logic [WIDTH - 1:0] ALUResult_M,
    input logic [WIDTH - 1:0] ReadData_M,
    input logic [4:0] Rd_M,
    input logic [WIDTH - 1:0] PCP4_M,
    output logic [WIDTH - 1:0] ALUResult_W,
    output logic [WIDTH - 1:0] ReadData_W,
    output logic [4:0] Rd_W,
    output logic [WIDTH - 1:0] PCP4_W,
    input logic RegWrite_M,
    input logic [1:0] ResultSrc_M,
    output logic RegWrite_W,
    output logic [1:0] ResultSrc_W
);
always_ff @(posedge clk) begin
    RegWrite_W <= RegWrite_M;
    ResultSrc_W <= ResultSrc_M;
    ALUResult_W <= ALUResult_M;
    ReadData_W <= ReadData_M;
    Rd_W <= Rd_M;
    PCP4_W <= PCP4_M;
end
endmodule
==> design/flow/run.sh <==
#!/bin/bash
# OpenROAD 26Q1-2900-gdf79404cd8, Yosys 0.63+post, stock flow scripts
make -C /OpenROAD-flow-scripts/flow DESIGN_CONFIG=/design/flow/config.mk WORK_HOME=/design/flow/orfs finish
==> design/flow/config.mk <==
export PLATFORM = sky130hd
export DESIGN_NAME = pipeline_MEM_WB
export DESIGN_NICKNAME = pipeline_MEM_WB
export VERILOG_FILES = /design/flow/design.v
export SDC_FILE = /design/flow/constraint.sdc
export NUM_CORES = 4
export LEC_CHECK = 1
export CORE_UTILIZATION = 30
==> design/flow/constraint.sdc <==
current_design pipeline_MEM_WB

set clk_period 1.0
set clk_io_pct 0.2

create_clock -name clk0 -period $clk_period [get_ports {clk}]

set non_clock_inputs [all_inputs -no_clocks]
set_input_delay [expr $clk_period * $clk_io_pct] -clock clk0 $non_clock_inputs
set_output_delay [expr $clk_period * $clk_io_pct] -clock clk0 [all_outputs]
==> reports/summary.txt <==
I/O Buffers - 208
gpl congestion - 0.773
fillcell total - 517
Comb pwr share - 0.074
CTS clock-pin slew for the worst setup and hold paths - 0.09 ns
CP startpoint - ALUResult_W[24]
YS chip area - 2080 um2
CTS resizes - 329
clock sinks - 104
Critical Path Start Type - flop
routed length per instance - 14.1 um
Remaining DRCs - 0
Init Core Util - 0.319
cts hold-fix bufs - 0
max frequency - 1030 MHz
Ports - 209
Avg Synthesized Cell Area - 20.0 um2
antenna violations before repair - 0
critical path's largest stage delay - 0.32 ns
LEAKAGE - 1.80 nW
Inserted Diodes - 0
Power Internal - 6.31 mW
Final Power - 7.71 mW
worst-path cell chain - buf_2
Die X - 85.3 um
Pwr per Cell Area - 1940 nW/um2
CP Data Required Time - 0.80 ns
DRT iter0 DRCs - 40
critical hold path startpoint - ResultSrc_M[1]
Gate Area - 0 um2
GRT Util Overall - 0.161
clock buffer depth - 2
Fin. Hold Viols - 0
post-detail-place hpwl - 4.57 mm
CP top delay family - flip-flops
share of cells above drive strength 1 - 0.379
Multi-In Gates - 0
Area Overhead vs Synth - 90.4%
Post-Syn Area - 2080 um2
Slew Limit Fails - 0
post-layout util - 0.607
synth warn - 1
Post-CTS Setup Inserts - 0
Final setup viols - 0
Net Sw Power - 1.40 mW
post-route antenna net violation count - 0
critical path's slowest cell - dfxtp_2
num rows - 29
via count - 1523
Tcrit/Tclk final - 0.970
actual slew at the worst max-slew pin - 0.107 ns
worst min-delay path category - primary input to flop
largest net degree at the start of global routing - 17
die area - 7280 um2
critical path class - flop to output port
H-tree depth - 3
vias in the first global route - 1383
total CTS buffers - 9
remaining global-route overflow - 0
post-synthesis instance total - 104
Non-Filler Instances - 404
RSZ-0062 raised after global routing - yes
status - complete, no violations
core footprint - 6530 um2
WL final - 5.71 mm
CTS tree - done
clock root buffer - clkbuf_8
Seq/Total Area, Yosys - 1.00
drt via density - 3.77
Critical Path AT - 0.77 ns
register bit total from synthesis - 104
DR pass1 iterations - 4
switch share - 0.182
Rel. slew slack - 0.929
Crit Path Max Fanout - 1
tool warnings - 27
clock share of power - 0.355
crit end category - output port
Buf+Inv Stages, Crit Path - 1
Cell Type Count - 1
max-cap viol count - 0
cell count in the Yosys report - 104
Die Y - 85.3 um
min Tclk post-route - 0.970 ns
first-pass GRT wire length - 8.13 mm
worst vdd ir - 1.27 mV
Flop pwr share - 0.571
placed cell count - 389
==> per-stage QoR <==
stage	TNS [ns]	setup slack (ns)	cell area (um2)	hold slack [ns]
floorplan	0	0.538	2080	0.228
global placement	0	0.00716	4260	0.648
detailed placement	0	0.00762	4260	0.652
CTS	0	0.00542	3960	0.261
global route	-0.747	-0.0289	3970	0.246
finish	0	0.0304	3970	0.282
==> layer usage <==
layer / global-route usage / vias to the layer above / routed length, um
met5: 0 / - / 0
li1: - / 753 / -
met2: 0.281 / 120 / 2880
met1: 0.179 / 640 / 1910
met4: 0.0318 / 0 / 140
met3: 0.0839 / 10 / 775
==> cell usage after synthesis <==
cell     number  area [um2]
dfxtp_1     104        2080
==> logic make-up after synthesis <==
family / synth area share
flops: 1.00
==> cell usage in the layout, fill, tap and decap left out, drive strengths merged <==
cell type      Yosys  routed
buf                0     104
clkdlybuf4s50      0     104
bufinv             0       2
clkinvlp           0       1
dfxtp            104     104
clkinv             0       2
clkbuf             0      10
==> sequential cells by signal, summed over array words and instances (netlist names) <==
name	count
Rd_W	5
PCP4_W	32
RegWrite_W	1
ResultSrc_W	2
ALUResult_W	32
ReadData_W	32
==> power by group through the flow <==
| stage | clock (mW) | sequential [mW] | combinational (mW) |
|---|---|---|---|
| after CTS | 2.84 | 4.40 | 0.583 |
| after global routing | 3.02 | 4.42 | 0.616 |
| final | 2.74 | 4.40 | 0.570 |
==> path summary, 6_finish.rpt <==
kind	endpoint	cells past startpoint	slack, ns
setup / recovery	ALUResult_W[24]	1	0.03
hold / removal	ResultSrc_W[1]	1	0.28
==> layout make-up <==
type / instances / area [um2] / area share
Clock inverter: 5 / 81.3 / 0.0205
Timing Repair Buffer: 208 / 1560 / 0.394
Clock buffer: 10 / 138 / 0.0347
Sequential cell: 104 / 2090 / 0.527
Tap cell: 77 / 96.3 / 0.0243
Power is estimated from default activity; no workload was simulated.
